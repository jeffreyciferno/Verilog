==> flow/config.mk <==
export PLATFORM = sky130hd
export DESIGN_NAME = Deserializer
export DESIGN_NICKNAME = Deserializer
export VERILOG_FILES = /design/flow/design.v
export SDC_FILE = /design/flow/constraint.sdc
export NUM_CORES = 4
export LEC_CHECK = 1
export CORE_UTILIZATION = 30
==> flow/constraint.sdc <==
current_design Deserializer

set clk_period 2.5
set clk_io_pct 0.2

create_clock -name clk0 -period $clk_period [get_ports {clock_i}]

set non_clock_inputs [all_inputs -no_clocks]
set_input_delay [expr $clk_period * $clk_io_pct] -clock clk0 $non_clock_inputs
set_output_delay [expr $clk_period * $clk_io_pct] -clock clk0 [all_outputs]
==> flow/design.v <==
`timescale 1ns / 1ps
module Deserializer(
input  logic        clock_i,
input  logic        reset_i,
input  logic        enable_i,
output logic        done_o,
output logic [15:0] data_o,
input  logic pdm_data_i,
output logic pdm_clk_o,
output logic pdm_lrsel_o,
output logic [8:0] counter1);
    logic [15:0] data;
    logic [4:0] count = 4'b0000;
    logic shift;
    logic [8:0] counter = 8'b00000000;
    assign counter1 = counter;
    assign pdm_clk_o = shift;
    assign pdm_lrsel_o = 0;
    always@(posedge clock_i) 
    begin
        if (reset_i) 
        begin
            count = 0;
            shift = 0;
            done_o = 0;
            data_o = 0;
        end
        if (enable_i) 
        begin
            if (shift == 0) 
            begin
                done_o = 0;
                shift = 1;
            end 
            begin
                if (count < 16) 
                begin
                    data[15-count] = pdm_data_i;
                    data_o[count] = data[15-count];
                    count = count + 1;
                    done_o = 0;
                end 
                else if(count == 16) 
                begin 
                    done_o = 1;
                    count = 0;
                    data_o = 16'b0;
                end
                else
                begin
                    done_o = 0;
                end
                shift = 0;
            end
        end
    end
endmodule
==> flow/run.sh <==
#!/bin/bash
# OpenROAD 26Q1-2900-gdf79404cd8, Yosys 0.63+post, stock flow scripts
make -C /OpenROAD-flow-scripts/flow DESIGN_CONFIG=/design/flow/config.mk WORK_HOME=/design/flow/orfs finish
==> Changelog: implementation <==
### Implementation results

* Worst Path Arrival at 3620 ps
* Reg area at 937 sq um
* Vias per cell at 5.34
* Initial antenna violation count at 0
* Max-slew violation count at 0
* Die ar. at 9470 sq um
* GRT Util Overall at 0.186
* First-pass GRT wire length at 14.0 mm
* # rows at 34
* Min-Delay Path Depth at 2
* Die Ht at 97.3 um
* Mapped Cells at 316
* Worst-path clk slew at 80 ps
* Peak supply drop at 0.278 mV
* Worst Reg-to-Reg Cells at 18
* Type of origin of the critical path: register
* Adder Share, Synth at 0.0551
* Pwr Density at 418 nW/um^2
* Failing checks: setup timing
* Area fraction in mux cells at 0.0285
* RSZ-0062 raised after global routing: yes
* Top Ports at 32
* Setup CP Type: register to register
* R2r setup slk at -940 ps
* FMAX at 290 MHz
* Clk sink count at 38
* Combinational gate area at 1980 sq um
* Post-DR wirelength/cell at 16.2 um
* Max cap viols at 0
* Yosys chip area at 2730 sq um
* Antenna Cells at 0
* Worst relative slew slack at 0.514
* Top comb family, area: AND-OR/OR-AND gates
* # hold bufs at CTS at 0
* Aoi share at 0.268
* Log Warnings at 32
* Root buffer cell: clkbuf_8
* Setup WS pre-CTS at -1930 ps
* Remaining global-route overflow at 0
* Top FF cell, synth: dfxtp_1
* Via count at 2,840
* Leakage power at 1.72 nW
* # fillers at 785
* Biggest area consumer among synthesized cells: edfxtp_1
* Antenna viol nets, final at 0
* Post-DP HPWL at 5.89 mm
* CTS tree: yes
* Setup TNS at -16,080 ps
* Clk buf depth at 2
* Top cells excl fill/tap: buf_4 (87), nand2_1 (22), o21ai_0 (22)
* Post-synth EDFFs at 17
* Worst-path maximum fanout at 6
* Avg Cell Area, Syn at 8.63 sq um
* GP Congestion at 0.945
* Worst-margin pin slew at 728 ps
* Register share after synthesis at 0.341
* Mapped cell area at 2730 sq um
* Vias in the first global route at 2,746
* CTS H-tree depth at 2
* Share of cells above drive strength 1 at 0.448
* Syn. warnings at 1
* Setup violators final at 29
* Top cells, area: edfxtp_1 (19%), dfxtp_1 (15%), o21ai_0 (5.9%), ha_1 (5.5%), o21ai_2 (3.2%)
* Final wirelength at 8.59 mm
* Yosys xor share at 0.0128
* Die Wd at 97.3 um
* Init Core Util at 0.311
* CP Data Required Time at 2680 ps
* Min Tclk post-route at 3440 ps
* Min-Delay Path Class: register to register
* Area grow syn2layout at 56.5%
* Most common logic cell in the routed design: buf_4
* # DRC at 0
* Asr flop ratio synth at 0
* Hold Violations, Final at 0
* Initial drt markers at 242
* Port Buf Inserts at 20
* Core box area at 8760 sq um
* Cts bufs inserted at 5
* Late-Pin Clk Latency at 290 ps
* 1st-pass router iterations at 4
* # Cells Yosys at 316
* Largest net degree at the start of global routing at 15
* Hold Slack at 497 ps
* Final Cycle Share at 1.38
* Netlist cell types at 64
* CP endpoint kind: register
* Yosys reg bits at 38
* Post-route setup slack at -945 ps
* Run status: complete, but fails checks
* AND/OR/NAND/NOR Cells, Area Fraction at 0.211
* Worst Skew at 6.11 ps
* Area share, top type at 0.187
-- metal layers --
layer,wire length (um),global-route usage,vias up,part of all wire
met3,528,0.0227,15,0.061
met2,3760,0.280,95,0.44
li1,-,-,1375,-
met4,127,0.0158,0,0.015
met1,4180,0.307,1355,0.49
met5,0,0,-,0
-- critical path, cell delays in order (launching register included) --
cell and delay (ps):
dfxtp_4 360, nand2b_4 80, inv_4 50, nand2_4 70
nor2_4 40, nand3_2 70, inv_2 50, ha_4 150
or4b_4 490, buf_6 140, nor3_4 230, o2111ai_2 170
mux2_4 330, o211a_1 130, a2111o_1 310, a22oi_2 350
buf_12 180, buf_6 100, o21ai_2 40
-- what timing repair did --
action                     CTS  global route
buffers inserted             5             5
pin swaps                   18            16
gates cloned                 1             0
setup endpoints to repair   32            32
resized                     57            28
-- cells by family (layout without fill, tap and decap cells) --
family | after synthesis | in the layout
XOR/XNOR | 4 | 4
other | 1 | 11
flip-flops | 38 | 38
AND-OR/OR-AND | 106 | 106
adder cells (fa/ha/maj) | 12 | 12
AND/OR/NAND/NOR | 105 | 105
multiplexers | 7 | 7
buffers and inverters | 43 | 141
-- worst paths after layout --
| path | end | startpoint |
|---|---|---|
| setup / recovery | data_o[6] | count[0] |
| hold / removal | data_o[13] | data_o[13] |
| setup reg to reg | data_o[6] | count[0] |
| hold reg to reg | data_o[13] | data_o[13] |
-- state kept, by name, summed over array words and instances (netlist names) --
name    flops
data_o     16
count       5
data       16
done_o      1
-- per-stage QoR --
stage	power [mW]	cells	area, sq um	utilization
3_5_place_dp	1.14	513	3740	0.426
5_1_grt	1.87	532	4270	0.487
4_1_cts	1.76	527	4120	0.470
2_1_floorplan	0.956	326	2930	-
3_3_place_gp	1.14	513	3740	0.426
6_report	1.78	532	4270	0.487
-- cell type report --
cell class                      count  share of cell area
Clock buffer                        8              0.0261
Multi-Input combinational cell    245               0.464
Timing Repair Buffer              123               0.250
Inverter                           10             0.00938
Tap cell                          108              0.0317
Sequential cell                    38               0.220
-- synthesized netlist by cell type, types with 3 or more instances --
| cell | n |
|---|---|
| a211oi_1 | 4 |
| a21oi_1 | 15 |
| a31oi_1 | 4 |
| a32oi_1 | 4 |
| buf_2 | 5 |
| buf_4 | 11 |
| clkbuf_1 | 14 |
| dfxtp_1 | 21 |
| edfxtp_1 | 17 |
| ha_1 | 12 |
| inv_1 | 10 |
| mux2_2 | 6 |
| nand2_1 | 23 |
| nand2b_1 | 8 |
| nand3_1 | 14 |
| nand3b_1 | 3 |
| nor2_1 | 13 |
| nor2b_1 | 4 |
| nor3_1 | 5 |
| nor3b_1 | 4 |
| nor4_1 | 6 |
| nor4b_1 | 3 |
| o2111ai_1 | 4 |
| o211ai_1 | 5 |
| o21ai_0 | 32 |
| o21ai_2 | 10 |
| o31ai_1 | 3 |
| or2_2 | 6 |
| or3_1 | 4 |
-- power breakdown --
group	switching (mW)	internal, mW
Combinational	0.285	0.293
Clock	0.227	0.285
Sequential	0.0125	0.680
Total	0.525	1.26
No activity file was given, so power comes from the tool's default toggle rates.
