==> flow/design.v <==
`timescale 1ns / 1ps
module ALU( input[7:0] A,B, input[3:0] Select, output [7:0] ALUout, output Cout);
reg [7:0] Result;
wire [8:0] copper;
assign ALUout = Result;
assign copper = {1'b0,A} + {1'b0,B};
assign Cout = copper[8];
always @(*)
begin
    case(Select)
    4'b0000: Result = A + B;
    4'b0001: Result = A - B;
    4'b0010: Result = A;
    4'b0011: Result = B;
    4'b0100: Result = &A;
    4'b0101: Result = |A;
    4'b0110: Result = !A;
    4'b0111: Result = ~A;
    4'b1000: Result = A&B;
    4'b1001: Result = A|B;
    4'b1010: Result = A^B;
    4'b1011: Result = A<<<B[2:0];
    4'b1100: Result = A>>>B[2:0];
    4'b1101: Result = A + 1;
    4'b1110: Result = A - 1;
    4'b1111: Result = 0 - A;
endcase
end
endmodule
==> flow/run.sh <==
#!/bin/bash
# OpenROAD 26Q1-2900-gdf79404cd8, Yosys 0.63+post, stock flow scripts
make -C /OpenROAD-flow-scripts/flow DESIGN_CONFIG=/design/flow/config.mk WORK_HOME=/design/flow/orfs finish
==> flow/config.mk <==
export PLATFORM = sky130hd
export DESIGN_NAME = ALU
export DESIGN_NICKNAME = ALU
export VERILOG_FILES = /design/flow/design.v
export SDC_FILE = /design/flow/constraint.sdc
export NUM_CORES = 4
export LEC_CHECK = 1
export CORE_AREA = 10 10 105 105
export DIE_AREA = 0 0 115 115
==> flow/constraint.sdc <==
current_design ALU

set clk_period 8.0
set clk_io_pct 0.2

create_clock -name clk0 -period $clk_period

set non_clock_inputs [all_inputs -no_clocks]
set_input_delay [expr $clk_period * $clk_io_pct] -clock clk0 $non_clock_inputs
set_output_delay [expr $clk_period * $clk_io_pct] -clock clk0 [all_outputs]
==> flow_summary.ini <==
; physical design summary
[sta]
hold_ws_ps = 4490
slew-limit-headroom_pct = 50.7
finalHoldViolCount = 0
rsz0062_at_grt = no
min_period_ps = 7200
worst_slew_pin_slew_ps = 737
setup_viol = 0
timing.setup.tns_ps = 0
finalClockPeriodUsage_pct = 90.0
fmax_ghz = 0.139
report.final.slew_viol_count = 0

[drt]
vias = 2714
ant_nets = 0
diodes = 0
drc = 0
dr.pass1.iters = 5
viasPerCell = 5.87
drt_iter0_drc = 306
wl_per_cell_um = 19.1
routed_wl_mm = 8.81

[logic_synthesis]
ys_warn_count = 1
top_area_cell = ha_1
netlist_area_um2 = 2280
synthCells = 343
top_cell_area_share_pct = 14.8
area_leaders = ha_1 (15%), o21ai_0 (6.8%), a21oi_1 (5.9%)
ys_area_um2 = 2280
synth_seq_share_pct = 0
post_synth.cell_area_avg_um2 = 6.65
ys_cells = 343
synthDistinctLibCells = 59

[global_routing]
grt_max_degree = 37
overflow = 0
grt_pass1_vias = 2519
grt_first_pass_wirelength_mm = 14.1
antenna_found_initial = 0
grt.total_usage_pct = 13.1

[final_layout]
fill_cells = 977
logic_area_um2 = 2070
flop_area_um2 = 0
syn2layout_area_growth_pct = 16.0
drive_gt1_share_pct = 5.65
ff_count = 0
clkbuf_count = 0

[die]
die_x_um = 115
die_y_um = 115
fp.coreArea_um2 = 8760
rows = 34
dieArea_um2 = 13200
initial_utilization_pct = 26.0
io_pins = 29

[flow_run]
warnings = 42
drv_cap = 0

[worst_setup_path]
worstSetupStartpointType = input pin
cp_slowest_stage_delay_ps = 790
cp_slowest_cell = clkdlybuf4s50_1
crit_path_end_kind = primary output
path_max_fanout = 19
crit_type = input pin to primary output
crit_arrival_ps = 5600
required_ps = 6400
worstPathCellList = clkdlybuf4s50_1 -> nor2b_1 -> nand2_1 -> o21ai_0 -> a22oi_1 -> nor2_1 -> a21oi_1 -> ha_1 -> nand3_1 -> nand2_1 -> a41o_1 -> o41a_1 -> xnor3_1 -> o211ai_1 -> clkdlybuf4s50_1

[cts]
cts-resized-gates = 0
ctsHoldBuffers = 0
postCtsSetupBuffers = 0

[placed_design]
place.gp.congestion = 0.993
dp.final_hpwl_mm = 6.84
io_buffer_count = 29

[worst_hold_path]
holdPathStages = 5
hold_class = input pin to primary output
hold_end = Cout
hp-start = B[7]

[power_and_ir_drop]
p_per_area_nw_per_um2 = 67.9
p_leak_nw = 1.03
power.total_w = 0.000180
vdd_drop_max_v = 0.0000208

[status]
status = finished, final reports clean
worst max-delay path, delay by kind of cell:
family,cells,cell delay [ps]
buf+inv,2,1280
xor+xnor,1,340
fa+ha+maj,1,360
simple gates,5,1030
compound gates,6,970
per-layer routing:
| metal | wire [µm] | part of all wire [%] | vias up | track usage, % |
|---|---|---|---|---|
| met5 | 0 | 0 | - | 0 |
| met4 | 160 | 1.8 | 0 | 1.73 |
| met3 | 804 | 9.1 | 12 | 2.11 |
| met2 | 3830 | 43 | 143 | 19.6 |
| met1 | 4010 | 46 | 1251 | 19.7 |
| li1 | - | - | 1308 | - |
per-stage QoR:
step	util (%)	cell area, µm²	std cells	setup WS, ps
2_1_floorplan	-	2280	343	2010
3_3_place_gp	30.2	2650	462	880
3_5_place_dp	30.2	2650	462	871
4_1_cts	30.2	2650	462	867
5_1_grt	30.2	2650	462	463
6_report	30.2	2650	462	802
cell usage after synthesis, types with 3 or more instances:
cell / n
a31oi_1: 3
a21oi_1: 27
nand2_1: 32
o211ai_1: 5
buf_2: 9
clkbuf_1: 12
a32oi_1: 5
nor3b_1: 4
o31ai_1: 3
a21o_1: 4
buf_1: 3
xnor2_1: 13
a221oi_1: 3
nor3_1: 10
nor2b_1: 7
nand3_1: 7
o21ai_0: 31
o22ai_1: 3
nor2_1: 36
ha_1: 27
o221ai_1: 4
mux2i_1: 8
a211oi_1: 4
mux4_2: 4
nand4_1: 4
nor4_1: 4
a22o_1: 3
a22oi_1: 8
inv_1: 22
o32ai_1: 3
placed cells by master, fill, tap and decap left out, types with 8 or more instances in the layout:
cell type / n
xnor2_1: 13
mux2i_1: 8
a22oi_1: 8
buf_4: 8
a21oi_1: 27
nand2_1: 32
nor3_1: 10
o21ai_0: 31
clkdlybuf4s50_1: 29
inv_1: 22
ha_1: 27
nor2_1: 36
power breakdown:
part / internal, W / switching, W
Clock: 0 / 0
Sequential: 0 / 0
Combinational: 0.0000809 / 0.0000987
cell type report:
class	instances	share of cell area (%)
Timing Repair Buffer	37	13.2
Inverter	23	3.26
Tap cell	108	5.11
Multi-Input combinational cell	294	78.4
how the worst max path moves through the flow:
| stage | from | to | slack, ps | depth (start not counted) |
|---|---|---|---|---|
| final | Select[1] | ALUout[7] | 800 | 15 |
| after global routing | Select[1] | ALUout[7] | 460 | 15 |
| after CTS | Select[1] | ALUout[7] | 870 | 15 |
logic make-up (layout without fill, tap and decap cells):
family                   Yosys count  in the layout  synth area share [%]
buffers and inverters             49             60                  9.05
adder cells (fa/ha/maj)           28             28                  15.7
XOR/XNOR                          15             15                  6.36
AND/OR/NAND/NOR                  115            115                  23.9
multiplexers                      15             15                  9.60
AND-OR/OR-AND                    121            121                  35.4
Power and IR drop assume default switching activity.
