File: /design/flow/constraint.sdc
current_design Serializer

set clk_period 2.6
set clk_io_pct 0.2

create_clock -name clk0 -period $clk_period [get_ports {clock_i}]

set non_clock_inputs [all_inputs -no_clocks]
set_input_delay [expr $clk_period * $clk_io_pct] -clock clk0 $non_clock_inputs
set_output_delay [expr $clk_period * $clk_io_pct] -clock clk0 [all_outputs]
File: /design/flow/config.mk
export PLATFORM = sky130hd
export DESIGN_NAME = Serializer
export DESIGN_NICKNAME = Serializer
export VERILOG_FILES = /design/flow/design.v
export SDC_FILE = /design/flow/constraint.sdc
export NUM_CORES = 4
export LEC_CHECK = 1
export CORE_AREA = 10 10 70 70
export DIE_AREA = 0 0 80 80
File: /design/flow/design.v
`timescale 1ns / 1ps
module Serializer(
input        clock_i,   
input        enable_i,   
output      logic done_o,   
input logic [15:0] data_i,   
output logic pdm_audio_o,   
output logic pdm_sdaudio_o   
    );
    logic [4:0] count = 0;
        always@(posedge clock_i) begin
        done_o = 0;
        pdm_sdaudio_o = 1; 
            if(enable_i == 1)
            begin 
            if (count <= 15) 
                begin
                    pdm_audio_o = data_i[15-count];
                    count = count + 1;
                end 
                else 
                begin
                    done_o = 1;
                    count = 0;
                    pdm_audio_o = 0;
                end
                end
       end     
endmodule
File: /design/flow/run.sh
#!/bin/bash
# OpenROAD 26Q1-2900-gdf79404cd8, Yosys 0.63+post, stock flow scripts
make -C /OpenROAD-flow-scripts/flow DESIGN_CONFIG=/design/flow/config.mk WORK_HOME=/design/flow/orfs finish
==> results.yml <==
# physical design summary
synth:
  ys_cells: 37
  avgSynthCellArea_um2: 11.94
  muxShareOfSynthArea_pct: 19.26
  yosysChipArea_um2: 441.7
  aoi_share_pct: 3.116
  adder_share_pct: 2.833
  async_reset_ff_share_pct: 0
  syn_inst: 37
  yosys.cell_types.count: 22
  synth-edff-count: 6
  synth_area_um2: 441.7
  xor_share_pct: 3.966
  topCombFamilyByArea: "multiplexers"
  synth_flops: 7
  synth_warnings: 1
  simple_gate_share_pct: 18.41
  ff_type: "edfxtp_1"
  ys_seq_share_pct: 45.33
clocking:
  cts_setup_buffers: 0
  clock_latency_ps: 250
  cts_resized: 0
  clk_pin_slew_ps: 60
  cts_buffers: 3
  cts.sinks: 7
  cts_tree: "yes"
  cts_hold_buf: 0
  htree_num_levels: 1
  clockBufferDepth: 2
  root_buffer: "clkbuf_4"
critical_path:
  worstPathRequired_ps: 2600
  cp.arrival_ps: 1710
  critPathMaxFanout: 9
  rr_startpoint: "count[0]"
  end_kind: "flop"
  critPathLaunchType: "flop"
  crit_start: "count[0]"
  r2r-end: "pdm_audio_o"
  reg2regPathDepth: 4
  crit_type: "reg2reg"
  reg2reg_slack_ps: 890
power:
  p_comb_share_pct: 20.4
  switchingPower_mw: 0.07043
  internal_power_mw: 0.2354
  power_mw: 0.3058
  powerDensity_nw_per_um2: 441.2
  pwr-share-clk_pct: 31.8
  p_seq_share_pct: 47.8
  p_leak_nw: 0.2472
  swShare_pct: 23.03
  peakVddDrop_mv: 0.07786
outcome:
  status: "finished clean"
layout:
  lay_top_cells: "19 x clkdlybuf4s50_1, 6 x edfxtp_1, 4 x nor2_1, 4 x mux2i_1, 3 x clkbuf_4"
  logic_area_um2: 214.0
  final_core_util_pct: 20.29
  regArea_um2: 200.2
  area_growth_pct: 56.94
  final_layout_size_suffix_gt1_share_pct: 12.28
  lay_top_count: "clkdlybuf4s50_1"
  n_fill_cell: 370
  postLayoutCellArea_um2: 693.2
placement:
  place_area_um2: 665.6
  port_buffers: 19
  dp_hpwl_um: 904.5
  gp_congestion: 0.7113
detailed_routing:
  ant_nets: 0
  routed_wl_um: 1076
  post_drt_wl_per_cell_um: 10.45
  drc: 0
  first_iter_violations: 11
  met3WireLength_um: 38
  via_per_inst: 3.388
  met2_length_um: 626
  vias: 349
  wl_met1_um: 387
  diodes: 0
  top_layer: "met4"
  dr.pass1.iters: 2
floorplanning:
  die_y_um: 80
  die_x_um: 80
  core_area_um2: 3416
  chip_area_um2: 6400
  ioPinCount: 21
  fp_util_pct: 12.93
  rows: 21
hold_path:
  hold_path_end: "done_o"
  hold-path-cell-count: 1
  holdCritPathClass: "reg2reg"
  holdCritStartpoint: "count[4]"
final_timing:
  fin_crit_ps: 1713
  min_period_over_period_pct: 65.88
  rsz0062_at_grt: "no"
  holdWs_ps: 655.3
  setup_viol: 0
  timing.fmax_mhz: 583.8
  clock_skew_ps: 5.734
  hold_viol: 0
  fin_setup_tns_ps: 0
  drv_slew: 0
run:
  cap_violations: 0
  warning_count: 25
grt:
  grt_pass1_wl_um: 1794
  grt_max_degree: 10
  first_global_vias: 417
  antenna_found_initial: 0
  grt_usage_pct: 3.324
  grt_overflow: 0
-- registers in the layout, indices dropped and copies added, names as in the netlist --
| register | cells |
|---|---|
| count | 5 |
| done_o | 1 |
| pdm_audio_o | 1 |
-- routing by layer --
layer / track usage, % / up-vias
met5: 0 / -
met4: 1.232 / 0
met3: 0.4545 / 2
met2: 6.742 / 7
met1: 3.224 / 163
li1: - / 177
-- layout make-up --
class	instances	area share, %
repair buffers	19	27.44
clock inverters	1	0.7220
inverters	1	0.5415
well taps	46	8.303
multi-input cells	26	30.87
flip-flops and latches	7	28.88
clock buffers	3	3.249
-- power by group through the flow --
stage                 registers (mW)  logic [mW]  clock network [mW]
after CTS                      0.147      0.0636               0.103
after global routing           0.148      0.0695               0.107
final                          0.146      0.0624              0.0973
-- worst max-delay path: stages, from the launching register on --
cell,delay [ps]
edfxtp_1,610
mux4_2,550
nand2b_1,150
nand4_1,90
a21oi_1,60
-- per-stage QoR --
stage	worst slack, ps	std cells
after floorplan	1106	37
after global placement	661.2	99
after detailed placement	648.8	99
after CTS	859.7	103
after global routing	764.6	103
final	887.1	103
-- worst max path at each step --
stage | endpoint | cells past startpoint
CTS | pdm_audio_o | 4
global route | pdm_audio_o | 3
finish | pdm_audio_o | 4
-- synthesized netlist by cell type, types with 2 or more instances --
master,n,area [um^2]
edfxtp_1,6,180.2
mux2i_1,4,40.04
nor2_1,4,15.01
mux4_2,2,45.04
nand3_1,2,10.01
nand3b_1,2,15.01
xnor2_1,2,17.52
-- kinds of logic (layout without fill, tap and decap cells) --
logic type,count (synthesis),count (layout)
simple gates,14,14
flops,7,7
mux,6,6
buf+inv,4,24
compound gates,2,2
xor+xnor,2,2
fa+ha+maj,1,1
other cells,1,1
Power is estimated from default activity; no workload was simulated.
